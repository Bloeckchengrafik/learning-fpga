==> /design/flow/run.sh <==
#!/bin/bash
# OpenROAD 26Q1-2900-gdf79404cd8, Yosys 0.63+post, stock flow scripts
make -C /OpenROAD-flow-scripts/flow DESIGN_CONFIG=/design/flow/config.mk WORK_HOME=/design/flow/orfs finish
==> /design/flow/config.mk <==
export PLATFORM = sky130hd
export DESIGN_NAME = top
export DESIGN_NICKNAME = top
export VERILOG_FILES = /design/flow/design.v
export SDC_FILE = /design/flow/constraint.sdc
export NUM_CORES = 4
export LEC_CHECK = 1
export CORE_AREA = 10 10 112 112
export DIE_AREA = 0 0 122 122
==> /design/flow/constraint.sdc <==
current_design top

set clk_period 4.5
set clk_io_pct 0.2

create_clock -name clk0 -period $clk_period [get_ports {clk}]

set non_clock_inputs [all_inputs -no_clocks]
set_input_delay [expr $clk_period * $clk_io_pct] -clock clk0 $non_clock_inputs
set_output_delay [expr $clk_period * $clk_io_pct] -clock clk0 [all_outputs]
==> /design/flow/design.v <==
module top
(
    input clk,
    input btn1,
    input btn2,
    output [5:0] led
);
    localparam WAIT_TIME = 13500000;
    reg [5:0] ledCounter = 0;
    reg [23:0] clockCounter = 0;
    wire paused;
    wire reset;
    togglebutton tbtn1(!btn1, clk, paused);
    debounce dbtn2(!btn2, clk, reset);
    always @(posedge clk) begin
        clockCounter <= clockCounter + 1;
        if (clockCounter == WAIT_TIME) begin
            clockCounter <= 0;
            ledCounter <= ledCounter + 1;
        end
        if (paused) begin
            clockCounter <= 0;
        end
        if (reset) begin
            ledCounter <= 0;
        end
    end
    assign led = ~ledCounter;
endmodule
module togglebutton (
    input p_btn,
    input clk,
    output reg state
);
    reg prev_state = 1'b0;
    debounce db(p_btn, clk, next_state);
    always @(posedge clk) begin
        if (next_state & !prev_state) begin
            state <= ~state;
        end
        prev_state <= next_state;
    end
endmodule
module debounce (
    input p_btn,
    input clk,
    output reg state
);
    reg [3:0] shreg = 4'b0000;
    always @(posedge clk) begin
        shreg <= {shreg[2:0], p_btn};
    end
    assign state = shreg == 4'b1111;
endmodule
==> flow_summary.yaml <==
# yosys + openroad results
routing:
  drt-initial-drc-count: 37
  finalWirelength_mm: 3.03
  drt-pass1-iter-count: 4
  drcViolationCount: 0
  wire_per_inst_um: 9.09
  ant_nets: 0
  vias: 1310
  avgViaCountPerCell: 3.93
  n_antenna_cell: 0
clock_network:
  hold_buffers: 0
  htreeDepth: 2
  cts-root-buf: "clkbuf_8"
  path_clk_slew_ns: 0.07
  cts_tree: "built"
  cts_buffer_depth: 2
  cts_resized: 0
  post_cts_buffers: 0
  cts.sinks: 40
  cts_buffers: 5
  clk_latency_ns: 0.28
finish:
  lay_top_count: "dfxtp_1"
  area.growth.synth_to_final_pct: 18.2
  drive_above_1_share: 0.0508
  final_util: 0.195
  final_cell_mix: "39 x dfxtp_1, 17 x nor2_1, 14 x inv_1, 14 x a21oi_1, 12 x nand3_1"
worst_hold_path:
  min_path_cells: 0
  hold_path_class: "reg2reg"
  min_from: "tbtn1.db.shreg[2]$_DFF_P_"
  min_to: "tbtn1.db.shreg[3]$_DFF_P_"
grt:
  grt_max_degree: 25
  grt_pass1_vias: 1190
  antenna_found_initial: 0
  grt_usage: 0.0414
  grt_pass1_wl_mm: 5.37
  grt_overflow: 0
yosys:
  yosys-stat-area_mm2: 0.00169
  synth-seq-cells: 40
  ys_seq_frac: 0.480
  synth_cell_types: 30
  yosys_warnings: 5
  synth_stat.cells: 186
  synth_cells: 186
  syn_area_mm2: 0.00169
  synth_area_per_cell_um2: 9.07
flow_run:
  cap_violations: 0
  tool_warnings: 26
timing:
  max_freq_mhz: 448
  slew_viol_final: 0
  setup_viol: 0
  relSlewSlack: 0.558
  finalSetupTns_ns: 0
  rsz0062_at_grt: "no"
  fin_crit_sh: 0.497
  timing_worst_slew_pin_value_ns: 0.657
  fin_skew_ns: 0.00342
  period_needed_ns: 2.23
  final_hold_viol_count: 0
placed_design:
  hpwl_mm: 2.15
  place.gp.congestion: 0.830
  port_buffers: 8
worst_setup_path:
  reg2regPathDepth: 4
  crit_family: "simple AND/OR/NAND/NOR gates"
  cp-end-kind: "flop"
  reg2reg_slack_ns: 2.27
  worstPathMaxFanout: 9
  cp.buffers_inverters: 0
  worstPathArrival_ns: 2.45
  cp.depth: 4
  worstPathCellList: "or4b_1 -> or4_4 -> or4_1 -> a21oi_1"
  slowest_delay_ns: 0.56
  cp.required_ns: 4.72
  reg2reg_to: "ledCounter[4]$_SDFFE_PN0N_"
  critPathKind: "reg2reg"
  slowest_stage: "or4b_1"
  regToRegStartpoint: "clockCounter[3]$_SDFF_PP0_"
  cp-start-kind: "flop"
die:
  die_w_um: 122
  row_count: 37
  core_area_mm2: 0.0102
  fp_util: 0.165
  dieArea_mm2: 0.0149
  die_y_um: 122
  ios: 9
power:
  vdd_drop_max_mv: 0.0982
  power_leakage_nw: 0.623
  power.density_mw_per_mm2: 305
status:
  status: "complete, no violations"
## worst max-delay path by stage
| stage | from | end | slack [ns] |
|---|---|---|---|
| after CTS | clockCounter[3]$_SDFF_PP0_ | ledCounter[4]$_SDFFE_PN0N_ | 2.26 |
| after global routing | clockCounter[3]$_SDFF_PP0_ | ledCounter[4]$_SDFFE_PN0N_ | 2.17 |
| final | clockCounter[3]$_SDFF_PP0_ | ledCounter[4]$_SDFFE_PN0N_ | 2.27 |
## report_power, final
group / internal (mW) / switching [mW]
Combinational: 0.00466 / 0.00360
Sequential: 0.361 / 0.00249
Clock: 0.125 / 0.113
## per-stage QoR
| stage | total power [mW] | setup slack, ns | area [um^2] | std cells | hold slack [ns] |
|---|---|---|---|---|---|
| 2_1_floorplan | 0.375 | 2.31 | 1690 | 186 | 0.324 |
| 3_3_place_gp | 0.379 | 2.33 | 1910 | 325 | 0.328 |
| 3_5_place_dp | 0.380 | 2.30 | 1910 | 325 | 0.329 |
| 4_1_cts | 0.618 | 2.26 | 2000 | 333 | 0.350 |
| 5_1_grt | 0.632 | 2.17 | 2000 | 333 | 0.358 |
| 6_report | 0.609 | 2.27 | 2000 | 333 | 0.349 |
## synth_stat cells, drive strengths merged
cell | instances | area share
a21oi | 14 | 0.042
a31o | 1 | 0.0052
and2 | 1 | 0.0037
and3 | 2 | 0.0074
and4 | 7 | 0.036
buf | 5 | 0.021
clkbuf | 1 | 0.0022
dfxtp | 39 | 0.46
edfxtp | 1 | 0.018
ha | 3 | 0.022
inv | 14 | 0.031
nand2 | 7 | 0.016
nand3 | 12 | 0.036
nand3b | 1 | 0.0044
nand4 | 10 | 0.037
nor2 | 17 | 0.038
nor2b | 1 | 0.0037
nor3 | 3 | 0.0089
nor4 | 3 | 0.011
o21ai | 9 | 0.027
o31ai | 5 | 0.022
or3 | 6 | 0.022
or4 | 9 | 0.044
or4b | 1 | 0.0059
xnor2 | 8 | 0.042
xor2 | 6 | 0.031
## kinds of logic (layout without fill, tap and decap cells)
kind of cell | count (synthesis) | after routing | synth area share
compound gates | 29 | 29 | 0.0956
xor+xnor | 14 | 14 | 0.0726
fa+ha+maj | 3 | 3 | 0.0222
buf+inv | 20 | 31 | 0.0549
flops | 40 | 40 | 0.480
simple gates | 80 | 80 | 0.274
## sequential cells by signal (all words and copies together), names as in the netlist
name / count
dbtn2.shreg: 4
clockCounter: 24
tbtn1.db.shreg: 4
tbtn1.state: 1
ledCounter: 6
tbtn1.prev_state: 1
## worst register-to-register path, stage by stage, from the launching register on
cell and delay [ns]:
dfxtp_1 0.36, or4b_1 0.56, or4_4 0.56, or4_1 0.53, a21oi_1 0.15
## routing by layer
layer,global-route usage,share of wire,up-vias
met5,0,0,-
li1,-,-,690
met2,0.0663,0.44,14
met3,0.00751,0.033,4
met4,0.00969,0.022,0
met1,0.0569,0.51,602
## layout make-up
type	instances	area [um^2]
fillers	1113	8240
flip-flops and latches	40	811
multi-input cells	126	785
well taps	136	170
clock buffers	8	90.1
repair buffers	9	87.6
inverters	14	52.6
No activity file was given, so power comes from the tool's default toggle rates.
