--- flow/config.mk ---
export PLATFORM = sky130hd
export DESIGN_NAME = counter
export DESIGN_NICKNAME = counter
export VERILOG_FILES = /design/flow/design.v
export SDC_FILE = /design/flow/constraint.sdc
export NUM_CORES = 4
export LEC_CHECK = 1
export CORE_AREA = 10 10 104 104
export DIE_AREA = 0 0 114 114
export SYNTH_HDL_FRONTEND = slang
--- flow/design.v ---
module counter
(
    input clk,
    input btn1,
    input btn2,
    output [5:0] led
);
localparam WAIT_TIME = 13500000;
reg [5:0] ledCounter = 0;
reg [23:0] clockCounter = 0;
reg paused = 0;
reg btn2State = 0;
reg btn2StatePrev = 0;
debounce_worse_version debouncer(!btn2, clk, btn2State);
wire btn2rising;
assign btn2rising = btn2State && ~btn2StatePrev;
always @(posedge clk) begin
    if (paused) begin
        clockCounter <= 0;
    end
    clockCounter <= clockCounter + 1;
    if (clockCounter == WAIT_TIME) begin
        clockCounter <= 0;
        ledCounter <= ledCounter + 1;
    end
    if (!btn1) begin
        ledCounter <= 0;
        paused <= 0;
    end
    if (btn2rising) begin
        paused <= 1;
    end
    btn2StatePrev <= btn2State;
end
assign led = ~ledCounter;
endmodule
module debounce_worse_version(input pb_1, input clk, output pb_out);
    assign pb_out = pb_1 & clk;
endmodule
--- flow/run.sh ---
#!/bin/bash
# OpenROAD 26Q1-2900-gdf79404cd8, Yosys 0.63+post, stock flow scripts
make -C /OpenROAD-flow-scripts/flow DESIGN_CONFIG=/design/flow/config.mk WORK_HOME=/design/flow/orfs finish
--- flow/constraint.sdc ---
current_design counter

set clk_period 3.9
set clk_io_pct 0.2

create_clock -name clk0 -period $clk_period [get_ports {clk}]

set non_clock_inputs [all_inputs -no_clocks]
set_input_delay [expr $clk_period * $clk_io_pct] -clock clk0 $non_clock_inputs
set_output_delay [expr $clk_period * $clk_io_pct] -clock clk0 [all_outputs]
==> results.txt <==
Flop2flop setup slack = 1.60 ns
Fillers = 978
Min Tclk post-route = 2.296 ns
Hold Path End = ledCounter[1]
Crit path max-delay cell type = nor4_1
Xor-xnor portion of the synthesized cell area = 0.1318
Cell type with the largest total area = dfxtp_1
Worst-path cell chain = ha_1 -> nand4_1 -> nor4_1 -> nand3_1 -> nor3_1 -> xor2_1
Top cells by count = dfxtp_1, nand3_1, nor2_1, nand2_1
Row count = 34
Worst Skew = 0.005921 ns
Vias in the first global route = 967
Gate count after technology mapping = 150
Max-Cap Viols = 0
Leak pwr = 0.5602 nW
Post-CTS sizing = 0
Chip height = 114 µm
Commonest flop = dfxtp_1
Min-delay src = ledCounter[1]
GRT met3 Usage = 0.01063
Setup crit end kind = register
Antenna violations before repair = 0
Yosys Chip Area = 1329 µm²
Critical Path Start = clockCounter[0]
Post-Syn Area = 1329 µm²
Register area = 600.6 µm²
Placement Cell Area = 1524 µm²
Complex-gate fraction of the synthesized area = 0.05273
RD Place Congestion = 0.7858
Hold crit path type = register to register
Post-CTS setup buffers = 0
WP data required = 4.11 ns
Outcome = completed
Die ar. = 13000 µm²
Post-synth EDFFs = 0
Fin crit share = 0.5886
Antenna-violating nets left = 0
Die W = 114 µm
Seq cells post-synth = 30
Simple logic cell fraction of the synthesized area = 0.3023
Hpwl dp = 1.725 mm
Layout Cell Area excl Fill = 1619 µm²
Worst Setup Start Kind = register
Yosys top cell by instances = dfxtp_1
Routed wire length = 2.412 mm
R2R cell count = 6
Fmax = 0.4356 GHz
Critical path class = register to register
Largest net degree at the start of global routing = 19
Slew headroom = 0.4318
Top cell type's share of synthesized area = 0.4520
Crit path max-delay family = simple AND/OR/NAND/NOR gates
GRT Util Overall = 0.03934
Reg2reg start = clockCounter[0]
Initial drt markers = 53
IO Pins = 9
Yosys warning tally = 0
DRC Markers = 0
Clock slew at reported path FFs = 0.06 ns
Most crowded layer after global routing = met2
Setup TNS = 0 ns
Non-Filler Instances = 271
Hold Vio Cnt, Final = 0
Clk buf depth = 2
GRT Residual Overflow = 0
Final Max-Slew Violation Tally = 0
CTS tree = done
Pwr per Cell Area = 347.1 nW/µm²
Vias = 1017
Vias per cell = 3.753
Post-synth mux share = 0
Total CTS buffers = 5
Hold WS = 0.4880 ns
Hold buffers post-CTS = 0
Yosys cell count = 150
Adder Share, Synth = 0.02825
Top cells by area = dfxtp_1, nand3_1, xnor2_1
Clock Sink Count = 30
Slowest stage delay, CP = 0.72 ns
P&R area growth vs syn = 21.85%
Synthesized area per cell = 8.858 µm²
Maximum VDD drop = 88.49 µV
Routed len/inst = 8.900 µm
Final setup vio count = 0
Root Driver = clkbuf_8
Number of diodes = 0
Main kind of combinational logic by area = simple AND/OR/NAND/NOR gates
Share of layout cells above drive strength 1 = 0.1043
Core ar. = 8678 µm²
Setup repair after global routing missed its margin = no
Met2 usage = 0.06036
Log Warnings = 27
First-pass GRT wire length = 4.436 mm
Port buffer count = 7
1st-pass router iterations = 4
Post-synthesis sequential area ratio = 0.4520
Post-synth cell types = 28
Data arrival, critical path = 2.50 ns
Clk latency of the worst-skew pair = 0.28 ns
H-Tree Level Count = 2
Buf+Inv Stages, Crit Path = 0
CP Max Fanout = 6
Worst-Margin Slew = 0.8445 ns
Hold-critical path depth = 2
Placed insts = 263
Met1 Usage GRT = 0.05397
Critical R2R Capture = clockCounter[20]
Post-synth ARST share = 0
Multi-input logic area = 684.4 µm²
Init Core Util = 0.1531
sequential cells by signal (all words and copies together), names as in the netlist:
name	count
ledCounter	6
clockCounter	24
power by group:
group / switching [W] / total [W] / internal [W]
clock: 0.000112 / 0.000254 / 0.000141
combinational: 0.00000102 / 0.00000197 / 0.000000947
sequential: 0.000000000000000000177 / 0.000306 / 0.000306
final cells by class:
class                   count  share of cell area
repair buffers              7             0.04328
well taps                 108             0.08346
flip-flops and latches     30              0.3709
multi-input cells         109              0.4227
clock buffers               6             0.05100
inverters                   9             0.02087
clock inverters             2            0.007728
how the worst max path moves through the flow:
stage | endpoint | slack (ns) | depth (start not counted)
5_1_grt | clockCounter[20] | 1.39 | 6
4_1_cts | clockCounter[20] | 1.61 | 6
6_report | clockCounter[20] | 1.60 | 6
cell usage in the layout, fill, tap and decap left out, drive strengths merged:
| cell type | synthesis | routed |
|---|---|---|
| ha | 3 | 3 |
| clkinv | 0 | 1 |
| o31ai | 1 | 1 |
| nor4 | 2 | 2 |
| and4 | 3 | 3 |
| nand3b | 1 | 1 |
| a21oi | 4 | 4 |
| xnor2 | 10 | 10 |
| and2 | 2 | 2 |
| or4b | 1 | 1 |
| and3 | 4 | 4 |
| or4 | 1 | 1 |
| nand3 | 19 | 19 |
| a21o | 2 | 2 |
| nand4 | 6 | 6 |
| clkbuf | 0 | 6 |
| or3 | 1 | 1 |
| o211ai | 1 | 1 |
| clkinvlp | 0 | 1 |
| inv | 9 | 9 |
| dfxtp | 30 | 30 |
| nand2 | 12 | 12 |
| nor2 | 18 | 18 |
| xor2 | 10 | 10 |
| o21ai | 4 | 4 |
| nor3 | 4 | 4 |
| clkdlybuf4s50 | 0 | 7 |
metal layers:
metal,wire [µm],vias up
met4,41,0
met5,0,-
met2,1093,8
met3,60,2
li1,-,540
met1,1217,467
cells by family (layout without fill, tap and decap cells):
logic type,Yosys count,after routing
flops,30,30
simple gates,74,74
xor+xnor,20,20
compound gates,12,12
fa+ha+maj,3,3
buf+inv,11,24
stage by stage:
step,utilization,worst slack [ns],power (W)
2_1_floorplan,-,2.046,0.0003139
3_3_place_gp,0.1756,1.669,0.0003152
3_5_place_dp,0.1756,1.594,0.0003152
4_1_cts,0.1866,1.609,0.0005741
5_1_grt,0.1866,1.389,0.0005865
6_report,0.1866,1.604,0.0005620
worst reg2reg max path: cells and delay by family, from the launching register on:
| family | cells | cell delay, ns |
|---|---|---|
| and+or+nand+nor | 4 | 1.39 |
| DFF | 1 | 0.42 |
| adders and majority gates | 1 | 0.27 |
| xor gates and xnor gates | 1 | 0.15 |
Power is estimated from default activity; no workload was simulated.
